==> /design/flow/design.v <==
module adder_1(s,cin,a,b,cout);  
  input  a,b,cin;
  output s,cout;
  wire   x,s2,s3;
  xor u0(x,a,b);
  xor u1(s,x,cin);
  and u2(s2,x,cin);
  and u3(s3,a,b);
  or  u4(cout,s2,s3);
endmodule
module adder_ahead_4(A,B,CIN,S,COUT); 
  input [3:0]  A,B;
  input        CIN;
  output[3:0]  S;
  output       COUT;
  wire  [2:0]  C,P,G;
  assign G[0]=A[0]&B[0];
  assign P[0]=A[0]^B[0];
  assign G[1]=A[1]&B[1];
  assign P[1]=A[1]^B[1];
  assign G[2]=A[2]&B[2];
  assign P[2]=A[2]^B[2];
  assign C[0]=(P[0]&&CIN)||G[0];
  assign C[1]=G[1]||(P[1]&&G[0])||(P[1]&&P[0]&&CIN);
  assign C[2]=G[2]||(P[2]&&G[1])||(P[2]&&P[1]&&G[0])||(P[2]&&P[1]&&P[0]&&CIN);
  adder_1 uo(.s(S[0]),.cin(CIN),.a(A[0]),.b(B[0]));
  adder_1 u1(.s(S[1]),.cin(C[0]),.a(A[1]),.b(B[1]));
  adder_1 u2(.s(S[2]),.cin(C[1]),.a(A[2]),.b(B[2]));
  adder_1 u3(.s(S[3]),.cin(C[2]),.a(A[3]),.b(B[3]),.cout(COUT));
endmodule
module adder32(A,B,CIN,S,COUT);
input[31:0] A,B;
input CIN;
output[31:0] S;
output COUT;
wire[6:0] ci;
adder_ahead_4 a0(A[3:0],B[3:0],CIN,S[3:0],ci[0]);
adder_ahead_4 a1(A[7:4],B[7:4],ci[0],S[7:4],ci[1]);
adder_ahead_4 a2(A[11:8],B[11:8],ci[1],S[11:8],ci[2]);
adder_ahead_4 a3(A[15:12],B[15:12],ci[2],S[15:12],ci[3]);
adder_ahead_4 a4(A[19:16],B[19:16],ci[3],S[19:16],ci[4]);
adder_ahead_4 a5(A[23:20],B[23:20],ci[4],S[23:20],ci[5]);
adder_ahead_4 a6(A[27:24],B[27:24],ci[5],S[27:24],ci[6]);
adder_ahead_4 a7(A[31:28],B[31:28],ci[6],S[31:28],COUT);
endmodule
module ALU_adder(A,B,ALUFun,Sign,S,Z,N,V);
  input[31:0]  A;
  input[31:0]  B;
  input[5:0]   ALUFun;
  input        Sign; 
  output[31:0] S;
  output       Z;
  output reg   V; 
  output reg      N; 
  wire[31:0]   input_B;
  wire         Cin;
  assign input_B=ALUFun[0]?(~B):B;
  assign Cin=ALUFun[0];
  adder32 ad32(.A(A),.B(input_B),.CIN(Cin),.S(S),.COUT(COUT));
  always @(*)
  begin
    if(Sign)
      begin
        if(ALUFun[0])
          V=((A[31]^B[31])&(B[31]^~S[31]))?1'b1:1'b0;
        else
          V=((A[31]^~B[31])&(B[31]^S[31]))?1'b1:1'b0;
      end
    else
      V=1'b0;
  end
  assign Z=(S==32'd0)?1'b1:1'b0;
  always @(*)
  begin
    if(Sign)
      N=(S[31]&~V)|(~S[31]&V); 
    else
      N=ALUFun[0]&~COUT;
  end      
endmodule
==> /design/flow/run.sh <==
#!/bin/bash
# OpenROAD 26Q1-2900-gdf79404cd8, Yosys 0.63+post, stock flow scripts
make -C /OpenROAD-flow-scripts/flow DESIGN_CONFIG=/design/flow/config.mk WORK_HOME=/design/flow/orfs finish
==> /design/flow/config.mk <==
export PLATFORM = sky130hd
export DESIGN_NAME = ALU_adder
export DESIGN_NICKNAME = ALU_adder
export VERILOG_FILES = /design/flow/design.v
export SDC_FILE = /design/flow/constraint.sdc
export NUM_CORES = 4
export LEC_CHECK = 1
export CORE_AREA = 10 10 108 108
export DIE_AREA = 0 0 118 118
==> /design/flow/constraint.sdc <==
current_design ALU_adder

set clk_period 24.9
set clk_io_pct 0.2

create_clock -name clk0 -period $clk_period

set non_clock_inputs [all_inputs -no_clocks]
set_input_delay [expr $clk_period * $clk_io_pct] -clock clk0 $non_clock_inputs
set_output_delay [expr $clk_period * $clk_io_pct] -clock clk0 [all_outputs]
==> results_slide.txt <==
Key Metrics from the Run

Timing
  – Max-slew violation count: 0
  – Slack of the critical path: 5.31 ns
  – Tcrit/Tclk final: 0.787
  – Maximum clock frequency: 51.0 MHz
  – Relative max-transition margin: 0.712
  – Total Negative Setup Slacks: 0 ns
  – Hold violation total from the final report: 0
  – Transition time at the pin with the least slew margin: 0.428 ns
  – Final min period: 19.59 ns
  – Setup repair after global routing missed its margin: no
  – Setup-failing EPs final: 0

Worst hold path
  – Worst Hold Class: in -> out
  – Hold path start: ALUFun[0]
  – Count of cells along the worst hold path: 3
  – End of the worst hold path: S[0]

Clock tree
  – Buffer count from post-CTS setup fixing: 0
  – Number of hold buffers added after CTS: 0
  – Number of gates given a new drive strength after cts: 0

Global routing
  – Global route total overflow: 0
  – Maximum number of pins on one net before global-route repair: 26
  – Initial antenna violation count: 0
  – Global-route wire length before repair: 8580 um
  – Via count of the first global-routing pass: 1625
  – Global router's overall resource usage: 0.0767

Route
  – Drt initial violations: 32
  – Detailed Routing Iterations Pass 1: 4
  – Total vias in the final route: 1478
  – DRC viols: 0
  – Wire length the detailed router placed on met1: 2480 um
  – WL met3: 331 um
  – Number of diodes added for antenna fixing: 0
  – Antenna violation net count after detailed routing: 0
  – Routed wire length: 5460 um
  – Met2 wire len: 2650 um
  – Uppermost routed layer: met3
  – Routed wirelength normalized by instance count: 13.3 um
  – Vias per std cell: 3.60

Yosys
  – Cell type with the largest total area: fa_1
  – Number of distinct library cells after synthesis: 35
  – YS warnings: 2
  – Netlist area before placement: 1790 um2
  – Sequential element share of the synthesized area: 0
  – Fraction of synthesized cell area taken by the top area cell type: 0.168
  – Cells taking the most area after synthesis: fa_1 (17%), ha_1 (17%), xor2_1 (15%)
  – Cell count listed in synth_stat.txt: 216
  – Cells after Synth: 216
  – Synthesis area per yosys: 1790 um2
  – Mean instance size in the synthesized netlist: 8.27 um2

Pwr
  – Total power: 98.2 uW
  – Leakage: 0.00118 uW
  – Maximum vdd drop: 0.0000121 V
  – Ratio of total power to cell area: 36.4 nW/um2

Final layout
  – # clk buffers: 0
  – Flip-flop and latch count: 0
  – MI comb area: 1380 um2
  – Most frequent logic cell in the layout: clkdlybuf4s50_1
  – Share of final-layout standard cells stronger than drive strength 1: 0.0248
  – Filler cell count: 989
  – Area of all sequential standard cells: 0 um2
  – Layout Area Growth over Synthesis: 51.3%
  – Commonest non-fill, non-tap cells in the layout: clkdlybuf4s50_1 (100), inv_1 (38), xor2_1 (30)
  – Area of all placed cells without fillers: 2700 um2
  – Share of the core filled with cells: 0.291

Setup path
  – Kind of cell adding the most delay to the critical path: adder cells
  – Most numerous cell on the critical path: fa_1
  – Arrival time of data at the critical path endpoint: 14.61 ns
  – Crit Path Class: in -> out
  – Number of buffer and inverter stages on the critical path: 2
  – Worst path depth: 43
  – Slowest cell on the critical path: or4_4
  – Crit end category: output pin
  – Largest fanout of any net on the critical path: 5
  – Delay of the slowest cell on the worst path: 0.54 ns
  – Required arrival time at the worst endpoint: 19.92 ns
  – Type of origin of the critical path: primary input

Die
  – I/O pins: 106
  – Area of the core region: 9280 um2
  – Die outline height: 118 um
  – Row count: 35
  – Horizontal die size: 118 um
  – Die area: 13900 um2
  – Core utilization before placement: 0.192

Run status
  – Outcome: finished, final reports clean

Run
  – OpenROAD warning count: 37
  – Max Cap Viol: 0

Place
  – RD Place Congestion: 0.774
  – Buffers added on ports: 101
  – Instance area at placement: 2700 um2
  – Placed wire-length estimate: 5150 um
  – DP Worst Slack: 5.21 ns
-- tightest hold or removal path, stage by stage --
cell,delay [ns]
buf_2,0.20
xor2_1,0.23
clkdlybuf4s50_1,0.45
-- power breakdown --
| group | internal, uW | total, uW | switching, uW |
|---|---|---|---|
| Sequential | 0 | 0 | 0 |
| Clock | 0 | 0 | 0 |
| Combinational | 59.8 | 98.2 | 38.4 |
| Total | 59.8 | 98.2 | 38.4 |
-- cell families (layout without fill, tap and decap cells) --
logic type,Yosys count,in the layout,synth area share
buffers and inverters,74,140,0.225
xor gates and xnor gates,47,47,0.235
adders and majority gates,40,40,0.342
and+or+nand+nor,32,32,0.120
AOI/OAI and AO/OA,22,22,0.0729
muxes,1,1,0.00561
-- per-layer routing --
layer  track usage  vias to the layer above
met5             0                        -
met4             0                        0
met3        0.0180                        0
met2         0.137                       52
met1        0.0964                      642
li1              -                      784
-- synthesized netlist by cell type, types with 2 or more instances --
cell / number
inv_1: 38
buf_4: 32
xor2_1: 30
ha_1: 24
xnor2_1: 16
fa_1: 15
a21oi_1: 9
nor2_1: 6
o21ai_1: 5
nand2_1: 4
nor2b_1: 4
buf_2: 3
nand3b_1: 3
a21boi_1: 2
a21o_1: 2
nand2b_1: 2
nand4_1: 2
nor3b_1: 2
-- worst max path at each step --
stage | start | to | slack, ns
6_report | B[0] | Z | 5.31
5_1_grt | B[0] | Z | 4.61
4_1_cts | B[0] | Z | 5.18
-- final cells by class --
| cell class | count | area share |
|---|---|---|
| multi-input combinational | 142 | 0.512 |
| timing repair buffer | 102 | 0.375 |
| tap | 129 | 0.0597 |
| inverter | 38 | 0.0528 |
-- metrics by stage --
step,hold slack (ns),cells
finish,10.85,411
detailed placement,10.87,411
CTS,10.88,411
global placement,10.89,411
floorplan,10.03,216
global route,10.89,411
Power and IR drop assume default switching activity.
