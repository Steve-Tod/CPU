## flow/design.v

```verilog
module ALU_addsub(A, B, op, Sign, S, Z, V, N);
input [31:0] A, B;
reg [31:0] BB;
input op, Sign;
output Z, V, N;
output [31:0] S;
reg [32:0] Sum;
wire V_Sign;
always @(*) begin BB = B;
if (Sign)
  begin if (op) begin BB = ~B + 1;
end end Sum = A + BB;
end assign V_Sign = (A[31] == BB[31]) ? Sum[32] ^ Sum[31] : 0;
assign V = (~Sign) ? Sum[32] : V_Sign;
assign S = Sum [31:0];
assign Z = ~(| S);
assign N = (Sign) ? S[31] : 0;
endmodule
    module Test_add;
reg [31:0] A, B;
reg op, Sign;
initial begin A = 32'd3;
B = 32'd5;
Sign = 1;
op = 1;
end ALU_addsub ZY(A, B, op, Sign, S, Z, V, N);
endmodule
```

## flow/run.sh

```bash
#!/bin/bash
# OpenROAD 26Q1-2900-gdf79404cd8, Yosys 0.63+post, stock flow scripts
make -C /OpenROAD-flow-scripts/flow DESIGN_CONFIG=/design/flow/config.mk WORK_HOME=/design/flow/orfs finish
```

## flow/config.mk

```make
export PLATFORM = sky130hd
export DESIGN_NAME = ALU_addsub
export DESIGN_NICKNAME = ALU_addsub
export VERILOG_FILES = /design/flow/design.v
export SDC_FILE = /design/flow/constraint.sdc
export NUM_CORES = 4
export LEC_CHECK = 1
export CORE_AREA = 10 10 106 106
export DIE_AREA = 0 0 116 116
```

## flow/constraint.sdc

```tcl
current_design ALU_addsub

set clk_period 38.1
set clk_io_pct 0.2

create_clock -name clk0 -period $clk_period

set non_clock_inputs [all_inputs -no_clocks]
set_input_delay [expr $clk_period * $clk_io_pct] -clock clk0 $non_clock_inputs
set_output_delay [expr $clk_period * $clk_io_pct] -clock clk0 [all_outputs]
```

==> qor.yml <==
pwr:
  switchingPower_uw: 40.4
  ir_drop_mv: 0.00688
  combPwrFrac: 1.000
  clockPowerShare: 0
  p_per_area_nw_per_um2: 24.4
  p_leak_uw: 0.00148
  switching_share: 0.450
  seqPwrFrac: 0
  p_int_uw: 49.5
sta:
  finalCritPeriodShare: 0.545
  slew-limit-headroom: 0.506
  setup-violations-final: 0
  rsz0062_at_grt: "no"
  setup_tns_ps: 0
  fin_crit_ps: 20780
  worstMarginPinSlew_ps: 731
  fin_ws_ps: 17320
  final_hold_viol_count: 0
  slew_violations: 0
  fmax_mhz: 48.1
  whs_ps: 16290
yosys:
  synthDistinctLibCells: 58
  ys_area_um2: 2580
  yosys_warnings: 1
  synth_area_um2: 2580
  synth_cells: 373
  avgSynthCellArea_um2: 6.93
  yosys.stat.seqShare: 0
  ys_cells: 373
routing:
  antenna_cells: 0
  wire_per_inst_um: 16.3
  routed_wirelength_mm: 9.36
  num_vias: 3007
  drt_first_pass_iters: 6
  drcViolationCount: 0
  drt_iter0_drc: 144
  ant_nets: 0
  via_per_inst: 5.25
worst_setup_path:
  endpoint_kind: "output port"
  cp_common_cell: "a21oi_1"
  startpoint_type: "input port"
  cp_max_fo: 6
  crit_family: "simple AND/OR/NAND/NOR gates"
  cp.arrival_ps: 13160
  crit_required_ps: 30480
  cp_slowest_stage_delay_ps: 530
  cp-startpoint: "B[2]"
  critPathKind: "input port to output port"
  crit_chain: "clkdlybuf4s50_1 > or3_1 > or3_1 > nor3_1 > and3_1 > and3b_1 > a21oi_1 > xor2_1 > ha_1 > a21oi_1 > o21ai_0 > a221o_1 > a21oi_1 > o21bai_1 > a31oi_1 > xnor2_1 > or4_1 > nor4_2 > clkdlybuf4s50_1"
  path_buffers: 2
  slowest_stage: "or4_1"
layout:
  final_cells: 573
  ff_count: 0
  clkbuf_count: 0
  layout_top_cell: "clkdlybuf4s50_1"
  register_area_um2: 0
  area_growth_pct: 42.4
  fin_area_um2: 3680
  drive_gt1_frac: 0.0215
  mostFrequentLayoutCells: "clkdlybuf4s50_1 (101), a21oi_1 (42), ha_1 (37), nand2_1 (31)"
run:
  warning_count: 36
  max-cap-violations: 0
hold_path:
  whs_path_depth: 3
  worstHoldStart: "Sign"
  hold_path_class: "input port to output port"
  hold_end: "N"
global_route:
  antenna_found_initial: 0
  grt-ovfl-total: 0
  grt_usage: 0.134
  grt_pass1_wl_mm: 14.8
  grt_pass1_vias: 2853
  grt_max_degree: 19
die:
  die_w_um: 116
  fp-utilization: 0.292
  coreArea_um2: 8850
  fp-row-count: 34
  die.size.y_um: 116
  chipArea_um2: 13500
  io_pins: 101
placement:
  dpl_cell_area_um2: 3680
  placed_cells: 573
  portBuffers: 101
  routabilityCongestion: 0.927
  post-place-ws_ps: 17310
  dp_hpwl_mm: 8.47
clock_network:
  cts_hold_buffers: 0
  cts_resized: 0
  cts_setup_buffers: 0
run_status:
  status: "completed"
## power groups by stage
stage / Sequential [µW] / Combinational (µW) / Clock (µW)
after global routing: 0 / 99.6 / 0
final: 0 / 89.9 / 0
after CTS: 0 / 90.7 / 0
## per-layer routing
layer  vias up  GRT usage  part of all wire
met5         -          0                 0
li1       1582          -                 -
met1      1345      0.198              0.48
met3         4     0.0157             0.054
met4         0    0.00751            0.0079
met2        76      0.213              0.46
## synth_stat cells (2+ instances only)
library cell | count | area [µm²]
and3_1 | 3 | 18.8
nand2_1 | 31 | 116
o2111ai_1 | 2 | 17.5
nand3_1 | 10 | 50.1
buf_6 | 2 | 22.5
a211o_1 | 4 | 35.0
or4_1 | 3 | 22.5
a31oi_1 | 3 | 18.8
a211oi_1 | 6 | 45.0
a21oi_1 | 42 | 210
nor4_1 | 6 | 37.5
o21ai_0 | 24 | 120
ha_1 | 37 | 463
o211ai_1 | 2 | 15.0
o31ai_1 | 2 | 15.0
xnor2_1 | 27 | 236
or3_1 | 6 | 37.5
clkbuf_1 | 6 | 22.5
nor3_1 | 13 | 65.1
o21a_1 | 6 | 45.0
nand2b_1 | 4 | 25.0
a221o_1 | 3 | 30.0
a21o_1 | 11 | 82.6
or2_2 | 2 | 12.5
nand4_1 | 5 | 31.3
and2_1 | 4 | 25.0
inv_1 | 13 | 48.8
xor2_1 | 30 | 263
o21bai_1 | 4 | 30.0
nor2_1 | 30 | 113
nor2b_1 | 3 | 18.8
nor4bb_1 | 3 | 30.0
## worst max-delay path by stage
stage / end / slack [ps] / cells after the start
4_1_cts: Z / 17300 / 19
5_1_grt: Z / 16870 / 22
6_report: Z / 17320 / 19
## per-stage QoR
step | util | total power (µW)
global route | 0.416 | 99.6
CTS | 0.416 | 90.7
finish | 0.416 | 89.9
global placement | 0.416 | 90.4
detailed placement | 0.416 | 90.1
floorplan | - | 47.4
## layout make-up
cell class                      instances  area (µm²)
Fill cell                             935        5170
Inverter                               13        48.8
Multi-Input combinational cell        351        2480
Tap cell                              108         135
Timing Repair Buffer                  101        1010
## worst min-delay path, stage by stage
cell             delay (ps)
clkdlybuf4s50_1         480
and2_1                  170
clkdlybuf4s50_1         400
## logic make-up after synthesis
group | synth area share
and+or+nand+nor | 0.265
AOI/OAI and AO/OA | 0.312
muxes | 0.00387
xor gates and xnor gates | 0.193
buffers and inverters | 0.0383
adders and majority gates | 0.187
No activity file was given, so power comes from the tool's default toggle rates.
